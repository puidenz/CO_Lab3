--- /design/flow/design.v ---
`timescale 1ns / 1ps
module JumpAddre_toMemAddre(
		jr_i,
		jr_addr_i,
		pcP4_i,
		JumpAddre_i,
		pc_MemAddre_o
    );
input				jr_i;
input 	[32-1:0]	jr_addr_i;
input 	[32-1:0]	pcP4_i;
input 	[26-1:0]	JumpAddre_i;
output 	[32-1:0]	pc_MemAddre_o;
reg [32-1:0] pc_MemAddre_o;
always @(*) begin
	if (jr_i) 
		pc_MemAddre_o = jr_addr_i ;	
	else begin
		pc_MemAddre_o[31:28] = pcP4_i[31:28];
		pc_MemAddre_o[27:2] = JumpAddre_i[26-1:0];
		pc_MemAddre_o[1:0] = 2'b00;
	end
end
endmodule
--- /design/flow/run.sh ---
#!/bin/bash
# OpenROAD 26Q1-2900-gdf79404cd8, Yosys 0.63+post, stock flow scripts
make -C /OpenROAD-flow-scripts/flow DESIGN_CONFIG=/design/flow/config.mk WORK_HOME=/design/flow/orfs finish
--- /design/flow/constraint.sdc ---
current_design JumpAddre_toMemAddre

set clk_period 1.0
set clk_io_pct 0.2

create_clock -name clk0 -period $clk_period

set non_clock_inputs [all_inputs -no_clocks]
set_input_delay [expr $clk_period * $clk_io_pct] -clock clk0 $non_clock_inputs
set_output_delay [expr $clk_period * $clk_io_pct] -clock clk0 [all_outputs]
--- /design/flow/config.mk ---
export PLATFORM = sky130hd
export DESIGN_NAME = JumpAddre_toMemAddre
export DESIGN_NICKNAME = JumpAddre_toMemAddre
export VERILOG_FILES = /design/flow/design.v
export SDC_FILE = /design/flow/constraint.sdc
export NUM_CORES = 4
export LEC_CHECK = 1
export CORE_AREA = 10 10 70 70
export DIE_AREA = 0 0 80 80
==> impl_metrics.toml <==
# yosys + openroad results
[run]
openroad.warnings = 62
maxCapViolations = 0

[min_path]
holdPathStages = 3
min_from = "JumpAddre_i[0]"
hold_class = "primary input to output port"
hold_end = "pc_MemAddre_o[2]"

[routing]
drc = 0
n_antenna_cell = 0
wire_per_inst_um = 14.8
vias = 667
drtPass1Iterations = 2
vias_per_cell = 3.75
wl_um = 2640
antenna_left = 0
first_iter_violations = 2

[timing]
setup_viol = 30
fin_crit_ps = 1180
layout_setup_ws_ps = -175
fin_crit_sh_pct = 118
hold_viol_final = 0
relSlewSlack_pct = 94.6
max_slew.worst_pin.slew_ps = 80.6
final_max_slew_viol_count = 0
setup_tns_ps = -2540
rsz0062_at_grt = "yes"
fmax_mhz = 851

[synthesis]
synth.distinct_cells = 5
ys_cells = 36
syn_area_um2 = 520
seq_area_frac_synth_pct = 0
ys_area_um2 = 520
syn_inst = 36
synth.avg_cell_area_um2 = 14.5
synth_warnings = 1

[global_route]
grt_use_total_pct = 7.67
grt_pass1_vias = 735
antenna_found_initial = 0
grt_overflow = 0
grt_pass1_wl_um = 4000
grt_max_degree = 10

[layout]
num-clock-buffers = 0
nFlopsAndLatches = 0
seq_area_um2 = 0
drive_gt1_share_pct = 53.0
final_util_pct = 42.9
final_cells = 178
synthToLayoutAreaGrowth_pct = 182
finalInstanceArea_um2 = 1470
fillers = 361
comb_area_um2 = 460

[setup_path]
crit_family = "buffers and inverters"
cp.buffers_inverters = 4
cp_slowest_stage_delay_ps = 280
worstPathArrival_ps = 980
crit_top_cell = "buf_12"
crit_type = "primary input to output port"
cp_max_fo = 5
cp.depth = 5
crit_path_end_kind = "output port"
critPathRequiredTime_ps = 800
cp_slowest_cell = "mux2_4"
start_kind = "primary input"
path_cells = "buf_12 > buf_12 > buf_12 > mux2_4 > buf_2"

[floorplan]
die_w_um = 80
coreArea_um2 = 3420
die_h_um = 80
rows = 21
io-pin-count = 123
die-area_um2 = 6400
fp-utilization_pct = 15.2

[place]
place_area_um2 = 1500
place_ws_ps = -499
port_buffers = 95
gp_congestion = 0.769
dp_cells = 175

[clock_tree]
hold_buffers = 0

[power_and_ir_drop]
power.leakage_nw = 0.801
ir_drop_uv = 140
p_per_area_nw_per_um2 = 383

[run_status]
status = "complete, but fails checks"
failed_checks = "setup timing"
metal layers:
metal	global-route usage, %	share of wire [%]
met1	8.64	36
met2	12.7	45
met3	4.89	18
met4	0	0
met5	0	0
power breakdown:
group,internal [mW],total (mW),switching [mW]
Sequential,0,0,0
Clock,0,0,0
Combinational,0.439,0.562,0.123
Total,0.439,0.562,0.123
worst min-delay path: cells and delay by family:
| kind | cells | cell delay [ps] |
|---|---|---|
| buf+inv | 2 | 160 |
| mux | 1 | 130 |
what timing repair did:
item                                    4_1_cts  5_1_grt
resized                                     169        5
gates cloned                                  2        0
endpoints found under the setup margin       32       30
pin swaps                                     1        0
hold endpoints to repair                      0        0
setup buffers                                 1        0
per-stage QoR:
stage	hold WS, ps	total power, mW
floorplan	497	0.194
global placement	1280	0.633
detailed placement	1290	0.636
CTS	791	0.565
global route	711	0.607
finish	694	0.562
cells by family (layout without fill, tap and decap cells):
kind of cell / count (synthesis) / in the layout / synth area share (%)
muxes: 30 / 30 / 85.1
and+or+nand+nor: 2 / 2 / 2.88
buffers and inverters: 4 / 100 / 12.0
synthesized netlist by cell type:
| master | instances | share of area, % |
|---|---|---|
| and2_2 | 2 | 2.9 |
| buf_6 | 2 | 4.3 |
| mux2_2 | 2 | 4.3 |
| buf_12 | 2 | 7.7 |
| mux2_4 | 28 | 81 |
cell type report:
cell class / count / share of cell area (%)
repair buffers: 100 / 64.7
well taps: 46 / 3.92
multi-input cells: 32 / 31.4
worst max path at each step:
| stage | startpoint | to | slack (ps) |
|---|---|---|---|
| after global routing | jr_addr_i[31] | pc_MemAddre_o[31] | -200 |
| after CTS | jr_i | pc_MemAddre_o[7] | -180 |
| final | jr_i | pc_MemAddre_o[7] | -180 |
placed cells by master (no fill, tap or decap):
master,n
buf_6,15
buf_16,2
buf_2,17
buf_12,4
dlygate4sd2_1,53
clkdlybuf4s50_1,7
dlymetal6s2s_1,2
mux2_2,2
mux2_4,28
and2_4,2
No activity file was given, so power comes from the tool's default toggle rates.
