==> design.v <==
module ALU(
    src1_i,
	src2_i,
	ctrl_i,
	result_o,
	zero_o,
	shift_i
	);
input  [32-1:0]  src1_i;
input  [32-1:0]  src2_i;
input  [4-1:0]   ctrl_i;
input	 [5-1:0]		shift_i;
output [32-1:0]	 result_o;
output           zero_o;
reg    [32-1:0]  result_o;
reg              zero_o;
reg              bne;
reg    [32-1:0]  Minus_result;
wire	signed [32-1:0] ssrc1_i;
wire	signed [32-1:0] ssrc2_i;
wire	signed [5-1:0] sshift_i;
assign ssrc1_i = src1_i;
assign ssrc2_i = src2_i;
assign sshift_i = shift_i;
always @(*)begin
    case(ctrl_i)
        4'b0010:   result_o <= src1_i + src2_i;
        4'b0011:   result_o <= src1_i - src2_i;
		  4'b1110:	 result_o <= src1_i * src2_i;
        4'b0000:   result_o <= src1_i & src2_i;
        4'b0001:    result_o <= src1_i | src2_i;
        4'b0110:   result_o <= (ssrc1_i<ssrc2_i) ? 1 : 0;
		  4'b1111:   result_o <= ssrc2_i>>>sshift_i;
        4'b0100: result_o <= ssrc2_i >>> ssrc1_i;
        4'b0111: result_o <= src2_i << 16;
        default: result_o <= 0;
    endcase
     Minus_result <= src1_i - src2_i;
     zero_o <= (Minus_result == 0) ? 1'b1 : 1'b0;
end
endmodule
==> run.sh <==
#!/bin/bash
# OpenROAD 26Q1-2900-gdf79404cd8, Yosys 0.63+post, stock flow scripts
make -C /OpenROAD-flow-scripts/flow DESIGN_CONFIG=/design/flow/config.mk WORK_HOME=/design/flow/orfs finish
==> config.mk <==
export PLATFORM = sky130hd
export DESIGN_NAME = ALU
export DESIGN_NICKNAME = ALU
export VERILOG_FILES = /design/flow/design.v
export SDC_FILE = /design/flow/constraint.sdc
export NUM_CORES = 4
export LEC_CHECK = 1
export CORE_UTILIZATION = 50
==> constraint.sdc <==
current_design ALU

set clk_period 16.0
set clk_io_pct 0.2

create_clock -name clk0 -period $clk_period

set non_clock_inputs [all_inputs -no_clocks]
set_input_delay [expr $clk_period * $clk_io_pct] -clock clk0 $non_clock_inputs
set_output_delay [expr $clk_period * $clk_io_pct] -clock clk0 [all_outputs]
==> reports/qor.log <==
[detailed_routing] via total after detailed routing 20950
[final_timing] slew at the pin with the worst max-slew slack 1034 ps
[floorplanning] number of top-level pins 106
[final_timing] final worst setup slack 784.1 ps
[worst_setup_path] worst setup path class input port to output pin
[yosys] post-synthesis cell type with the largest combined area fa_1
[yosys] leading cell types by total area after synthesis fa_1, ha_1, inv_1
[floorplanning] area of the core 43460 µm²
[worst_setup_path] critical path capture point type output pin
[worst_setup_path] cell class contributing the biggest share of worst-path delay adder cells
[worst_setup_path] largest stage delay on the critical path 860 ps
[floorplanning] share of the core filled by cells before placement 0.5113
[run] tool warnings 96
[worst_setup_path] end point of the critical path result_o[30]
[worst_setup_path] origin of the worst setup path src2_i[7]
[finish] sequential cell area 0 µm²
[worst_setup_path] Worst Path Max Fanout 20
[outcome] run status complete, no violations
[detailed_routing] remaining antenna violation count after routing 0
[cts] total of cells resized after clock tree synthesis 0
[final_timing] maximum clock frequency 65.72 MHz
[worst_setup_path] WP buf/inv 5
[detailed_routing] Vias/cell 6.089
[worst_setup_path] logic depth of the worst path, buffers included 24
[floorplanning] Die Footprint 45280 µm²
[worst_setup_path] type of origin of the critical path input port
[min_path] path type of the worst min-delay path input port to output pin
[final_timing] final worst-path cycle share 0.9510
[final_timing] Post-Route Hold Slack 7694 ps
[yosys] mapped cell area 22220 µm²
[floorplanning] site row count 76
[placement] GP Congestion 1.077
[yosys] cell types with the highest counts after synthesis inv_1, fa_1, nor2_1, nand2_1, ha_1
[cts] setup fix buffers added after clock tree synthesis 0
[finish] fin area 24080 µm²
[min_path] number of stages on the worst hold path 5
[yosys] sequential area share after synthesis 0
[final_timing] final-report hold violation count 0
[placement] DP HPWL 75970 µm
[finish] utilization after layout 0.5542
[run] Max Cap Viol 0
[global_route] initial antenna violation count 4
[floorplanning] width of the die 212.8 µm
[placement] worst setup timing slack at the placement stage 978.6 ps
[final_timing] Slew headroom 0.3099
[detailed_routing] average wire per cell in the routed design 27.83 µm
[floorplanning] Vert. Die Dim 212.8 µm
[yosys] count of unique library cells instantiated by Yosys 85
[yosys] cell total in the yosys stat output 2818
[placement] IO Port Bufs 106
[global_route] via count of the first global-routing pass 21750
[worst_setup_path] Critical Path, Cell by Cell clkdlybuf4s50_1, inv_1, nor2_1, fa_1, fa_1, fa_1, inv_1, fa_1, inv_1, fa_1, ha_1, fa_1, fa_1, ha_1, nand2_1, nor2_1, a211oi_1, o21a_1, a311o_1, o21ai_0, a31oi_1, o31ai_1, nand4b_1, clkdlybuf4s50_1
[yosys] cells after synthesis 2818
[global_route] first-pass GRT wire length 141500 µm
[detailed_routing] DRC errors left 0
[global_route] GRT overflow 0
[finish] number of clock-tree buffers in the layout 0
[cts] number of buffers inserted for hold repair after clock tree synthesis 0
[final_timing] shortest period the worst path allows 15220 ps
[yosys] most frequent cell after synthesis inv_1
[worst_setup_path] worst path required time 12800 ps
[worst_setup_path] arrival time reported for the critical path endpoint 12020 ps
[worst_setup_path] Critical-path top delay cell clkdlybuf4s50_1
[final_timing] setup repair after global routing missed its margin no
[global_route] largest net degree at the start of global routing 45
[finish] fraction of layout instances using a drive strength above 1 0.04772
[detailed_routing] total wirelength of the detailed-routed design 95720 µm
[detailed_routing] starting DRC count in detailed routing 1740
[finish] Seq Cell Count 0
[yosys] number of warnings reported in the yosys synthesis log 1
[global_route] overall track demand over capacity in global routing 0.4643
[final_timing] final setup vio count 0
[final_timing] count of pins over their slew limit 0
[placement] total cell area at the placement stage 24070 µm²
[yosys] YS chip area 22220 µm²
[yosys] proportion of netlist area held by the largest area contributor 0.3694
[detailed_routing] router iterations before antenna repair 6
[worst_setup_path] critical path's most frequent cell fa_1
[final_timing] total negative slack 0 ps
[yosys] synthesized area per cell 7.885 µm²
[finish] layout overhead on the synthesized area 8.385%
[finish] final-layout fill cell count 4012
==> logic make-up (layout without fill, tap and decap cells) <==
logic type,Yosys count,count (layout),synth area share
AND-OR/OR-AND,448,448,0.1345
XOR/XNOR,122,122,0.04809
other,0,5,0
adder cells (fa/ha/maj),629,629,0.4927
multiplexers,57,57,0.03948
buffers and inverters,646,678,0.1117
AND/OR/NAND/NOR,916,916,0.1736
==> how the worst min path moves through the flow <==
stage | start | end | slack, ps
5_1_grt | src2_i[31] | result_o[0] | 7780
6_report | src2_i[31] | result_o[0] | 7690
4_1_cts | src2_i[31] | result_o[0] | 7700
==> layout make-up <==
cell class	count	area, µm²	share of cell area
Antenna cell	5	12.51	0.0005196
Inverter	477	1790	0.07435
Multi-Input combinational cell	2172	19770	0.8211
Tap cell	585	732.0	0.03039
Timing Repair Buffer	201	1774	0.07367
==> per-stage QoR <==
step	std cells
global route	3439
CTS	3435
floorplan	2818
finish	3440
global placement	3435
detailed placement	3435
==> metal layers <==
layer | vias to the layer above | track usage | routed length, µm
met5 | - | 0.01780 | 202
met4 | 6 | 0.2605 | 6879
met3 | 341 | 0.2358 | 13520
met2 | 1294 | 0.6501 | 41030
met1 | 10210 | 0.5897 | 34090
li1 | 9099 | - | -
==> cell usage in the layout (no fill, tap or decap), types with 26 or more instances in the layout <==
cell               n
ha_1             219
clkdlybuf4s50_1  106
a211oi_1          26
a31oi_1           31
a21oi_1          103
xnor2_1           99
nand3_1           33
inv_1            457
buf_4             95
o21ai_0           71
nor3_1            29
mux2i_1           28
fa_1             410
nor2_1           401
nand2_1          346
==> tightest hold or removal path: stages <==
cell and delay (ps):
clkdlybuf4s50_1 390, buf_4 210, nand4_1 130, nand4_1 120
clkdlybuf4s50_1 430
